==> flow/design.v <==
module adder_struct_dff(sum,carry,a,b,cin,clock);
	output [7:0]sum;
	output carry;
	input [7:0] a;
	input [7:0] b;
	input cin;
	input clock;
	wire [7:0] sum_temp;
	wire carry_temp;
	adder_struct adder(sum_temp,carry_temp,a,b,cin);
	D_FF dff0(sum[0],sum_temp[0],clock),
		dff1(sum[1],sum_temp[1],clock),
		dff2(sum[2],sum_temp[2],clock),
		dff3(sum[3],sum_temp[3],clock),
		dff4(sum[4],sum_temp[4],clock),
		dff5(sum[5],sum_temp[5],clock),
		dff6(sum[6],sum_temp[6],clock),
		dff7(sum[7],sum_temp[7],clock),
		dff8(carry,carry_temp,clock);
endmodule
module half_adder(S,C,x,y);
	output S,C;
	input x,y;
	xor(S,x,y);
	and(C,x,y);
endmodule
module full_adder(S,C,x,y,z);
	output S,C;
	input x,y,z;
	wire S1,C1,C2;
	half_adder HA1 (S1,C1,x,y);
	half_adder HA2 (S,C2,S1,z);
	or(C,C2,C1);
endmodule
module adder_struct(sum,cout,a,b,cin);
	output [7:0] sum;
	output cout;
	input [7:0] a,b;
	input cin;
	wire C1,C2,C3,C4,C5,C6,C7;
	full_adder FA0(sum[0],C1,a[0],b[0],cin),
	FA1(sum[1],C2,a[1],b[1],C1),
	FA2(sum[2],C3,a[2],b[2],C2),
	FA3(sum[3],C4,a[3],b[3],C3),
	FA4(sum[4],C5,a[4],b[4],C4),
	FA5(sum[5],C6,a[5],b[5],C5),
	FA6(sum[6],C7,a[6],b[6],C6),
	FA7(sum[7],cout,a[7],b[7],C7);
endmodule
module D_FF(q,d,clk);
	output q;
	input d,clk;
	reg q;
	always @(posedge clk)
        		q<= d;
endmodule
==> flow/run.sh <==
#!/bin/bash
# OpenROAD 26Q1-2900-gdf79404cd8, Yosys 0.63+post, stock flow scripts
make -C /OpenROAD-flow-scripts/flow DESIGN_CONFIG=/design/flow/config.mk WORK_HOME=/design/flow/orfs finish
==> flow/config.mk <==
export PLATFORM = sky130hd
export DESIGN_NAME = adder_struct_dff
export DESIGN_NICKNAME = adder_struct_dff
export VERILOG_FILES = /design/flow/design.v
export SDC_FILE = /design/flow/constraint.sdc
export NUM_CORES = 4
export LEC_CHECK = 1
export CORE_AREA = 10 10 70 70
export DIE_AREA = 0 0 80 80
==> flow/constraint.sdc <==
current_design adder_struct_dff

set clk_period 8.0
set clk_io_pct 0.2

create_clock -name clk0 -period $clk_period [get_ports {clock}]

set non_clock_inputs [all_inputs -no_clocks]
set_input_delay [expr $clk_period * $clk_io_pct] -clock clk0 $non_clock_inputs
set_output_delay [expr $clk_period * $clk_io_pct] -clock clk0 [all_outputs]
==> flow_summary.yaml <==
# flow metrics
critical_path:
  worstPathMaxFanout: 1
  critical-path-slowest-cell: "fa_1"
  crit_path_end_kind: "flip-flop"
  worst_ep_required_time_ps: 8200
  critical_path_buf_inv_count: 3
  crit_family: "adder cells"
  worstSetupStartpointType: "input port"
  max_stage_delay_ps: 440
  timing.setup.critical_path_class: "input port to flip-flop"
  critical_path.most_common_cell: "fa_1"
  crit_chain: "clkdlybuf4s50_1 > fa_1 > fa_1 > fa_1 > fa_1 > fa_1 > fa_1 > fa_1 > inv_1 > fa_1 > inv_1"
  worstPathArrival_ps: 5320
global_route:
  grt_pass1_wl_um: 1297
  number_of_antenna_violations_at_the_first_check_in_global_routing: 0
  grt_util_all_layers_pct: 2.746
  grt_start_max_net_pins: 6
  first_global_vias: 293
  overflow_left_after_global_routing: 0
synth:
  syn_avg_cell_area_um2: 13.97
  synth_largest_type_area_fraction_pct: 42.99
  yosysMostFrequentCell: "dfxtp_1"
  ys_sh_mux_pct: 0
  count_of_library_flops_with_an_enable_pin: 0
  compound_area_share_pct: 0
  yosysCellCount: 30
  netlist_area_um2: 419.2
  synth_flop_count: 9
  yosysSeqAreaShare_pct: 42.99
  ys_area_um2: 419.2
  number_of_standard_cells_after_synthesis: 30
  area_contributors_post_synth: "dfxtp_1 43%, fa_1 38%, buf_4 14%"
  post_synth_num_cell_types: 4
  top_logic_kind: "adder cells"
  async_set_reset_flop_share_out_of_synthesis_pct: 0
  adder_area_share_pct: 38.21
  synthSimpleGateAreaFrac_pct: 0
  xor_share_pct: 0
  top_area_cell: "dfxtp_1"
  yosys_most_used_dff: "dfxtp_1"
  synthTopCellsByCount: "9 x dfxtp_1, 8 x buf_4, 8 x fa_1, 5 x inv_1"
  yosys_warnings: 1
clock_tree:
  cts-resized-gates: 0
  clockBufferDepth: 2
  cts_tree: "yes"
  cts-buffers-inserted: 3
  root_buffer_master: "clkbuf_4"
  cts_sinks: 9
  post_cts_hold_buffer_count: 0
  post_cts.repair.setup_buffers: 0
  h_tree_level_count: 1
  clkSlewWorstSetupHoldPaths_ps: 60
final_timing:
  fin_worst_hold_slack_ps: 2005
  slew_headroom_pct: 93.55
  layout_worst_path_cycle_share_pct: 63.93
  rsz0062_at_grt: "no"
  endpoints_failing_setup: 0
  report.final.slew_viol_count: 0
  fin_tns_setup_ps: 0
  worstMarginPinSlew_ps: 96.50
  max_clock_freq_mhz: 195.5
  hold_viol: 0
  post-route-min-period_ps: 5114
min_path:
  hold_depth: 2
  hold_path.startpoint: "b[5]"
  worstHoldEndpoint: "dff5.q"
  hold_class: "input port to flip-flop"
detailed_routing:
  vias_per_cell: 2.490
  num_antenna_cells: 0
  route.antenna.remaining_nets: 0
  post-route-drc-count: 0
  detailedRoute.firstPassIterationCount: 2
  wl_per_cell_um: 9.071
  drt_first_iter_violations: 3
  totalWireLength_um: 889
  vias: 244
die:
  std_cell_rows: 21
  core_um2: 3416
  initial_core_util_pct: 12.27
  design.portCount: 27
  die-width_um: 80
  die_area_um2: 6400
  die_h_um: 80
power_and_ir_drop:
  seq_power_share_pct: 45.4
  p_sw_mw: 0.02461
  report.power.total_mw: 0.1216
  power_leakage_nw: 0.2777
  pwr-share-comb_pct: 26.4
  share_clk_of_total_power_pct: 28.3
  cell_internal_pwr_mw: 0.09695
  power.ir.vdd_worst_mv: 0.08337
  power.density_nw_per_um2: 172.9
  power.share.switching_pct: 20.24
place:
  globalplace.congestion: 0.7641
  buffer_ports.inserted: 26
  post_dp_area_um2: 676.9
job:
  maxCapViolCount: 0
  warnings: 25
finish:
  final_core_utilization_pct: 20.59
  post_route_cells_drive_above_1_share_pct: 5.769
  finalInstanceArea_um2: 703.2
  areaGrowthSynthToFinish_pct: 67.76
run_status:
  status: "completed"
## how the worst max path moves through the flow
stage                 startpoint      to  depth (start not counted)
final                       a[0]  dff7.q                         11
after CTS                   a[0]  dff7.q                         11
after global routing        a[0]  dff7.q                         11
## per-layer routing
metal / routed length [um] / vias up / GRT usage (%) / share of wire, %
met1: 382 / 102 / 2.833 / 43
met5: 0 / - / 0 / 0
met3: 166 / 0 / 2.955 / 19
met4: 0 / 0 / 0 / 0
li1: - / 121 / - / -
met2: 340 / 21 / 4.013 / 38
## area by class of cell
type                       count  area [um2]
inverter                       5       18.77
fill                         382        2713
sequential                     9       180.2
multi-input combinational      8       160.2
timing repair buffer          26       260.3
tap                           46       57.56
clock buffer                   4       26.28
## power groups by stage
stage | registers, mW | clock network (mW) | logic (mW)
after global routing | 0.0560 | 0.0388 | 0.0365
after CTS | 0.0552 | 0.0366 | 0.0337
final | 0.0551 | 0.0344 | 0.0321
## metrics by stage
step | worst slack [ps] | cells
finish | 2886 | 98
global route | 2763 | 98
CTS | 2855 | 98
detailed placement | 2584 | 94
global placement | 2582 | 94
floorplan | 3159 | 30
## flip-flops by register name (all words and copies together) (netlist names)
name    count
dff0.q      1
dff1.q      1
dff2.q      1
dff3.q      1
dff4.q      1
dff5.q      1
dff6.q      1
dff7.q      1
dff8.q      1
## kinds of logic after synthesis
family / count (synthesis)
adder cells (fa/ha/maj): 8
flip-flops: 9
buffers and inverters: 13
## cell usage in the layout (no fill, tap or decap), drive strengths merged
cell           count
clkdlybuf4s50     26
dfxtp              9
fa                 8
inv                5
clkbuf             4
No activity file was given, so power comes from the tool's default toggle rates.
