==> design/flow/design.v <==
module adder_beh(sum,carry,a,b,cin);
	input [7:0] a,b;
	input cin;
	output [7:0] sum; reg[7:0] sum;
	output carry; reg carry;
	always@(a,b,cin)
	begin
		{carry,sum}=a+b+cin;
	end
endmodule
module adder_beh_dff(sum,carry,a,b,cin,clock);
	output [7:0] sum;
	output carry;
	input [7:0] a;
	input [7:0] b;
	input cin;
	input clock;
	wire [7:0] sum_temp;
	wire carry_temp;
	adder_beh adder(sum_temp,carry_temp,a,b,cin);
	D_FF dff0(sum[0],sum_temp[0],clock),
		dff1(sum[1],sum_temp[1],clock),
		dff2(sum[2],sum_temp[2],clock),
		dff3(sum[3],sum_temp[3],clock),
		dff4(sum[4],sum_temp[4],clock),
		dff5(sum[5],sum_temp[5],clock),
		dff6(sum[6],sum_temp[6],clock),
		dff7(sum[7],sum_temp[7],clock),
		dff8(carry,carry_temp,clock);
endmodule
module D_FF(q,d,clk);
	output q;
	input d,clk;
	reg q;
	always @(posedge clk)
        		q<= d;
endmodule
==> design/flow/run.sh <==
#!/bin/bash
# OpenROAD 26Q1-2900-gdf79404cd8, Yosys 0.63+post, stock flow scripts
make -C /OpenROAD-flow-scripts/flow DESIGN_CONFIG=/design/flow/config.mk WORK_HOME=/design/flow/orfs finish
==> design/flow/config.mk <==
export PLATFORM = sky130hd
export DESIGN_NAME = adder_beh_dff
export DESIGN_NICKNAME = adder_beh_dff
export VERILOG_FILES = /design/flow/design.v
export SDC_FILE = /design/flow/constraint.sdc
export NUM_CORES = 4
export LEC_CHECK = 1
export CORE_AREA = 10 10 75 75
export DIE_AREA = 0 0 85 85
==> design/flow/constraint.sdc <==
current_design adder_beh_dff

set clk_period 4.7
set clk_io_pct 0.2

create_clock -name clk0 -period $clk_period [get_ports {clock}]

set non_clock_inputs [all_inputs -no_clocks]
set_input_delay [expr $clk_period * $clk_io_pct] -clock clk0 $non_clock_inputs
set_output_delay [expr $clk_period * $clk_io_pct] -clock clk0 [all_outputs]
==> ci_impl_report.md <==
### Flow metrics

| Metric | Value |
|---|---|
| Crit path DRT | 4.81 ns |
| Pwr Total | 266 uW |
| Setup Viol. Count Final | 0 |
| Worst hold path stage count | 2 |
| Clock sink count | 9 |
| Top cells by area | dfxtp_1 32%, ha_1 15%, buf_4 11% |
| Total wire length | 1.38 mm |
| Tool Warnings | 25 |
| Tcrit/Tclk final | 0.558 |
| Pint | 207 uW |
| Seq share, synth | 0.316 |
| Critical path class | input pin to register |
| Max Freq | 381 MHz |
| Routed Antenna Nets | 0 |
| Yosys cell types | 23 |
| GPL Wtd Cong | 0.781 |
| Die H | roughly 85 um |
| Worst Setup Start Kind | input pin |
| First-pass GRT wire length | about 2.2 mm |
| Clk pwr share | 0.327 |
| Fp_density | 0.141 |
| Net switching power | 59.6 uW |
| Max FO, Critical Path | 2 |
| Slew Limit Fails | 0 |
| Synth warnings | 2 |
| Post-synth EDFFs | 0 |
| Cell Chain, Critical Path | clkdlybuf4s50_1 -> fa_1 -> fa_1 -> a21oi_1 -> o21a_1 -> o21ai_0 |
| Post-Synthesis Cells | 58 |
| Per-cell routed wire length | roughly 11 um |
| Comb pwr share | 0.315 |
| CTS clk-pin slew, worst paths | 0.05 ns |
| M1 GR Usage | 0.0530 |
| Largest net degree at the start of global routing | 7 |
| Status | completed |
| Class of the worst hold path | input pin to register |
| VDD IR-drop max | 0.0837 mV |
| Yosys cell count | 58 |
| Final Hold Vio Count | 0 |
| Final Critical Period | 2.62 ns |
| Synth Flop Type | dfxtp_1 |
| Area delta synth->final | 53.9% |
| Synth area leader | dfxtp_1 |
| Relative slew slack | 0.842 |
| Top cells by count, synth | 9 x dfxtp_1, 8 x buf_4, 7 x ha_1 |
| Met3 usage | 0.0164 |
| Final setup margin | 2.08 ns |
| Net Sw Frac | 0.224 |
| DR pass1 iterations | 4 |
| Slowest stage delay, CP | 0.47 ns |
| Clk root buf | clkbuf_8 |
| CP Capture Type | register |
| Slew @ Worst Pin | between 0.2 and 0.25 ns |
| Most used cell, CP | fa_1 |
| Die ar. | roughly 0.0072 mm^2 |
| Via count | 465 |
| Core Box Area | 0.00406 mm^2 |
| Mapped Area | 571 um^2 |
| CTS resizes | 0 |
| Num CTS Buffers | 3 |
| Worst Path Arrival | 2.73 ns |
| Top cell area share | 0.316 |
| # Max-Cap Violations | 0 |
| Fraction of registers with async set/reset | 0 |
| Leakage power | 0.351 nW |
| Setup bufs post-CTS | 0 |
| Top Usage Layer GRT | met1 |
| Total gr overflow | 0 |
| GRT Total Usage | 0.0377 |
| Post-Place Worst Slack | around 1.8 ns |
| GR Util met2 | 0.0511 |
| Initial antenna violation count | 0 |
| Pwr Density | 303 mW/mm^2 |
| CTS hold repair buffers | 0 |
| Syn_area_per_cell | 9.84 um^2 |
| CTS tree | done |
| Yosys top cell by instances | dfxtp_1 |
| # port buffers | 26 |
| RSZ-0062 raised after global routing | false |
| DP HPWL | 1.23 mm |
| Vias in the first global route | 464 |
| Setup TNS | 0 ns |
| # DRC | 0 |
| Share of cells above drive strength 1 | 0.0625 |
| Drt first-iter violations | 9 |
| Row count | 23 |
| Final Core Density | 0.216 |
| H-tree depth | 1 |
| Antenna Cells | 0 |
| I/O pins | 27 |
| Worst path slowest cell | fa_1 |
| Deepest clock path buffer count | 2 |
| Register bit total from synthesis | 9 |
| DIE WIDTH | 85 um |
| Reg power frac | 0.358 |
| Via/cell ratio | 3.58 |
| Chip Area, Yosys | 571 um^2 |
## per-layer routing
layer	vias up	part of all wire
li1	245	-
met1	198	0.50
met2	20	0.39
met3	2	0.091
met4	0	0.020
met5	-	0
## kinds of logic (layout without fill, tap and decap cells)
family                   Yosys count  in the layout  synth area share
AND-OR/OR-AND                     14             14             0.175
buffers and inverters             12             34             0.132
AND/OR/NAND/NOR                   10             10            0.0921
adder cells (fa/ha/maj)            9              9             0.224
flip-flops                         9              9             0.316
XOR/XNOR                           4              4            0.0614
## registers in the layout, indices dropped and copies added (netlist names)
name / cells
dff2.q: 1
dff3.q: 1
dff7.q: 1
dff4.q: 1
dff1.q: 1
dff0.q: 1
dff5.q: 1
dff8.q: 1
dff6.q: 1
## critical path, delay by kind of cell
kind / cells / cell delay, ns
AND-OR/OR-AND: 3 / 0.48
buffers and inverters: 1 / 0.43
adder cells (fa/ha/maj): 2 / 0.88
## power by group through the flow
stage	combinational, mW	clock, mW	sequential, mW
after CTS	0.0862	0.0925	0.0955
after global routing	0.0934	0.0974	0.0972
final	0.0838	0.0872	0.0953
## cell usage in the layout, fill, tap and decap left out
master,netlist,final
nand3_1,3,3
o21bai_1,1,1
nand2_1,2,2
a21o_2,1,1
o221a_2,1,1
nor4_1,1,1
ha_1,7,7
o211ai_1,1,1
clkbuf_8,0,3
clkdlybuf4s50_1,0,26
inv_1,4,4
nor2b_1,1,1
a21oi_1,5,5
xnor2_1,2,2
xor2_1,2,2
o21a_1,1,1
nor3_1,1,1
a21o_1,1,1
nand2b_1,1,1
a311o_1,2,2
fa_1,2,2
clkbuf_1,0,1
o21ai_0,1,1
nand4_1,1,1
dfxtp_1,9,9
## metrics by stage
stage	area, um^2	hold WS, ns	cells
after CTS	878	1.37	130
after detailed placement	833	1.61	126
after floorplan	571	1.10	58
final	878	1.38	130
after global placement	833	1.61	126
after global routing	878	1.37	130
## area by class of cell
class                   instances  area [um^2]
multi-input cells              37          315
repair buffers                 26          260
flip-flops and latches          9          180
well taps                      50         62.6
fillers                       428         3180
clock buffers                   4         45.0
inverters                       4         15.0
## path summary, 6_finish.rpt
check                            end  slack [ns]  startpoint
worst max-delay path  dff8.q$_DFF_P_        2.08        a[0]
worst min-delay path  dff0.q$_DFF_P_        1.38         cin
Power figures rest on the tool's default switching activity, not on a simulated workload.
